**/design/flow/design.v**
```verilog
`timescale 1ns / 1ps
module CP0 (
    input clk,
    input reset,
    input EN_CP0_Write,
    input [4:0] ReadAddr,
    input [4:0] WriteAddr,
    input [31:0] WriteData,
    input [31:0] M_PC,                     
    input [4:0] ExcCode_op,                
    input is_Branch_Delay,                 
    input [5:0] Exter_HW_Int,              
    input EXL_clr,                         
    output CP0_req,                        
    output [31:0] CP0_EPC_out,         
    output [31:0] CP0_Data_out,
    output response
    );
    reg [31:0] SR;
    reg [31:0] Cause;
    reg [31:0] EPC;
    assign CP0_Data_out = (ReadAddr == 12) ? {16'H0000, SR[15:10], 8'H00, SR[1], SR[0]} :
					      (ReadAddr == 13) ? Cause :
					      (ReadAddr == 14) ? EPC :
					                          32'H9136_6511;
    assign CP0_EPC_out = EPC;
    wire Exter_hardware_interrupt = (|(Exter_HW_Int & SR[15:10])) & (SR[0]) & (!SR[1]);                         
    wire Inter_exception_interrupt = (|ExcCode_op) & (!SR[1]);                                          
    assign CP0_req = (Exter_hardware_interrupt | Inter_exception_interrupt);
    assign response = (Exter_hardware_interrupt) & (Exter_HW_Int[2]);
    always @(posedge clk) begin
        if (reset) begin
            SR <= 32'H0000_0000;
            Cause <= 32'H0000_0000;
            EPC <= 32'H0000_0000;                    
        end
        else if (EXL_clr) begin
            SR[1] <= 1'b0;
        end
        else if (CP0_req) begin
            Cause[31] <= is_Branch_Delay;
            SR[1] <= 1'b1;
            Cause[6:2] <= (Exter_hardware_interrupt) ? 5'b00000 : ExcCode_op;
            EPC <= (is_Branch_Delay) ? M_PC - 4 : M_PC;                          
        end
        else if (EN_CP0_Write) begin
            if (WriteAddr == 12) begin
                SR <= WriteData;    
            end
            else if (WriteAddr == 13) begin
                Cause <= WriteData;
            end
            else if (WriteAddr == 14) begin
                EPC = WriteData;
            end
        end
        if (!reset) begin
            Cause[15:10] <= Exter_HW_Int;
        end
    end 
endmodule
```
**/design/flow/run.sh**
```bash
#!/bin/bash
# OpenROAD 26Q1-2900-gdf79404cd8, Yosys 0.63+post, stock flow scripts
make -C /OpenROAD-flow-scripts/flow DESIGN_CONFIG=/design/flow/config.mk WORK_HOME=/design/flow/orfs finish
```
**/design/flow/config.mk**
```make
export PLATFORM = sky130hd
export DESIGN_NAME = CP0
export DESIGN_NICKNAME = CP0
export VERILOG_FILES = /design/flow/design.v
export SDC_FILE = /design/flow/constraint.sdc
export NUM_CORES = 4
export LEC_CHECK = 1
export CORE_UTILIZATION = 40
```
**/design/flow/constraint.sdc**
```tcl
current_design CP0

set clk_period 12.7
set clk_io_pct 0.2

create_clock -name clk0 -period $clk_period [get_ports {clk}]

set non_clock_inputs [all_inputs -no_clocks]
set_input_delay [expr $clk_period * $clk_io_pct] -clock clk0 $non_clock_inputs
set_output_delay [expr $clk_period * $clk_io_pct] -clock clk0 [all_outputs]
```
==> job_summary.md <==
## Synthesis and layout report

| Metric | Value |
|---|---|
| GR Util met2 | 41.1% |
| Die Area | 10400 µm² |
| TritonCTS Sinks | 72 |
| GRT overflow | 0 |
| H-tree depth | 3 |
| Antenna fix cells | 0 |
| Setup Viol. Count Final | 0 |
| CP arrival | 4.79 ns |
| Post-layout util | 60.3% |
| Largest net degree at the start of global routing | 48 |
| Placed cell area | 5670 µm² |
| Antenna violations before repair | 0 |
| Routed length per placed instance | 17.0 µm |
| Global routing usage on met3 | 4.87% |
| Syn Inst Count | 519 |
| Post-cts resize count | 0 |
| Top delay family on crit path | buffers and inverters |
| Fmax | 136 MHz |
| Fp util | 41.2% |
| PwrDens | 92.2 nW/µm² |
| Cts bufs inserted | 9 |
| Wire length of the first global-routing pass | 20800 µm |
| Top Usage Layer GRT | met1 |
| Syn Std Cell Area | 4010 µm² |
| Gr usage total | 26.7% |
| I/O Buffers | 155 |
| FFs w/ async S/R, synth | 0% |
| Core area | 9730 µm² |
| Post-synth seq share | 36.0% |
| Min Tclk post-route | 7.33 ns |
| Relative slew slack | 42.0% |
| CP cell instances | clkdlybuf4s50_1 > a22oi_1 > a311oi_2 > nor2_4 > inv_2 > clkdlybuf4s50_1 |
| Share of layout cells above drive strength 1 | 7.05% |
| Post-synth top area cell | dfxtp_1 |
| # hold bufs at CTS | 0 |
| Clk_skew | 0.0130 ns |
| CTS tree | done |
| HP Class | register to register |
| Post-DP HPWL | 9580 µm |
| Kind of critical path | input pin to output port |
| Switching power | 151 µW |
| Fin Hold WS | 0.454 ns |
| Late-Pin Clk Latency | 0.35 ns |
| Non-Filler Instances | 800 |
| Routed Antenna Nets | 0 |
| Part of the power in the clock network | 34.7% |
| DIE WIDTH | 102 µm |
| Crit path largest cell delay | 0.58 ns |
| Max stage delay cell, worst path | clkdlybuf4s50_1 |
| Register share of total power | 45.4% |
| DR vias | 4313 |
| Registers, synthesis | 72 |
| Worst Tran Pin Value | 0.870 ns |
| Synth top cell by count | nand2_1 |
| Post-Route WL | 13600 µm |
| Grt met1 use | 41.1% |
| CP Capture Type | output port |
| I/O Pins | 156 |
| Yosys cell count | 519 |
| Final hold violations | 0 |
| Final Max Tran Viols | 0 |
| # rows | 36 |
| Via-per-instance ratio | 5.39 |
| P&R area growth vs syn | 46.5% |
| Comb pwr share | 19.9% |
| Max-cap viol count | 0 |
| Max-area cell share | 36.0% |
| Clk buf depth | 2 |
| Critical path's most frequent cell | clkdlybuf4s50_1 |
| Drt pass-1 iters | 5 |
| YS chip area | 4010 µm² |
| Top cells, area | dfxtp_1 (36%), nand2_1 (8.7%), nor2_1 (7.1%) |
| Count of cell types in the netlist | 57 |
| Detailed Route Iter0 Violations | 251 |
| Die Height | 102 µm |
| Post-synth top cells | nand2_1 (93), nor2_1 (76), dfxtp_1 (72) |
| Log Warnings | 26 |
| Crit path DRT | 10.16 ns |
| Drc violations | 0 |
| Max IR drop VDD | 0.0000667 V |
| Syn_area_per_cell | 7.72 µm² |
| CP max FO | 34 |
| RSZ-0062 raised after global routing | no |
| Crit path buf inv count | 3 |
| Leak | 2.12 nW |
| Pint | 390 µW |
| Commonest flop | dfxtp_1 |
| Vias in the first global route | 3944 |
| Postcts setup bufs | 0 |
| Routability congestion estimate from global placement | 0.900 |
| Setup tns final | 0 ns |
| Status | complete, no violations |
| Synth warnings | 1 |
| Switching share of power | 28.0% |
| Post-synth EDFFs | 0 |
| Clk slew on worst S/H paths | 0.07 ns |
| Root buffer cell | clkbuf_8 |
| Cells after DPL | 784 |
| Startpoint Class | input pin |
| Final instance area | 5870 µm² |
| Part of the cycle the worst path needs | 57.7% |
==> cell families after synthesis <==
| family | Yosys count | share of synthesized area [%] |
|---|---|---|
| AND/OR/NAND/NOR | 233 | 27.1 |
| buffers and inverters | 40 | 4.40 |
| XOR/XNOR | 26 | 5.69 |
| flip-flops | 72 | 36.0 |
| AND-OR/OR-AND | 129 | 21.9 |
| adder cells (fa/ha/maj) | 1 | 0.312 |
| multiplexers | 18 | 4.62 |
==> stage by stage <==
step / power [mW] / setup slack, ns
detailed placement: 0.358 / 5.40
global route: 0.565 / 5.25
finish: 0.541 / 5.37
floorplan: 0.289 / 6.25
CTS: 0.544 / 5.40
global placement: 0.357 / 5.43
==> cells in the final DEF (no fill, tap or decap), types with 9 or more instances in the layout <==
cell type and instances:
a21oi_1 50, a22o_1 19, buf_4 11, clkbuf_8 9
clkdlybuf4s50_1 154, dfxtp_1 72, mux2i_1 14, nand2_1 93
nor2_1 76, nor3_1 11, o32ai_1 14, xor2_1 18
==> power groups by stage <==
stage | sequential, mW | clock, mW | combinational (mW)
4_1_cts | 0.246 | 0.191 | 0.108
5_1_grt | 0.247 | 0.201 | 0.118
6_report | 0.246 | 0.188 | 0.108
==> worst register-to-register path, stage by stage (launching register included) <==
cell      delay (ns)
dfxtp_1         0.36
a22oi_1         0.13
a311oi_2        0.52
nor2_4          0.05
buf_4           0.28
a21oi_1         0.74
mux2i_1         0.26
nor2_1          0.05
==> worst paths after layout <==
path,startpoint,to,slack (ns),cells after the start
max,Exter_HW_Int[3],CP0_req,5.37,6
min reg2reg,Cause[25],Cause[25],0.45,2
min,Cause[25],Cause[25],0.45,2
max reg2reg,SR[13],Cause[2],10.17,7
==> registers in the layout, indices dropped and copies added, names as in the netlist <==
name / count
EPC: 32
Cause: 32
SR: 8
==> metal layers <==
layer  vias to the layer above  routed length (µm)
met4                         0                 162
met3                        13                 960
li1                       2145                   -
met5                         -                   0
met2                       159                6100
met1                      1996                6390
==> area by class of cell <==
type | instances | area [µm²]
fill | 904 | 3860
multi-input combinational | 407 | 2410
timing repair buffer | 166 | 1630
sequential | 72 | 1440
tap | 133 | 166
clock buffer | 9 | 124
clock inverter | 7 | 78.8
inverter | 6 | 22.5
Power is estimated from default activity; no workload was simulated.
