`run.sh`:
```
#!/bin/bash
# OpenROAD 26Q1-2900-gdf79404cd8, Yosys 0.63+post, stock flow scripts
make -C /OpenROAD-flow-scripts/flow DESIGN_CONFIG=/design/flow/config.mk WORK_HOME=/design/flow/orfs finish
```
`config.mk`:
```
export PLATFORM = sky130hd
export DESIGN_NAME = GRF
export DESIGN_NICKNAME = GRF
export VERILOG_FILES = /design/flow/design.v
export SDC_FILE = /design/flow/constraint.sdc
export NUM_CORES = 4
export LEC_CHECK = 1
export CORE_UTILIZATION = 50
```
`constraint.sdc`:
```
current_design GRF

set clk_period 15.3
set clk_io_pct 0.2

create_clock -name clk0 -period $clk_period [get_ports {clk}]

set non_clock_inputs [all_inputs -no_clocks]
set_input_delay [expr $clk_period * $clk_io_pct] -clock clk0 $non_clock_inputs
set_output_delay [expr $clk_period * $clk_io_pct] -clock clk0 [all_outputs]
```
`design.v`:
```
`timescale 1ns / 1ps
module GRF(
    input clk,
    input rst,
    input RegWrite,
    input [4:0] RegAddr1,
    input [4:0] RegAddr2,
    input [4:0] WriteRegAddr,
    input [31:0] WriteData,
    output [31:0] ReadData1,
    output [31:0] ReadData2
    );
    reg [31:0] register_32 [0:31];    
    integer GRF_i;      
    assign ReadData1 = (RegAddr1 == 5'b00000) ? 32'H0000_0000 : register_32[RegAddr1];
    assign ReadData2 = (RegAddr2 == 5'b00000) ? 32'H0000_0000 : register_32[RegAddr2];
    always @(posedge clk) begin
        if (rst) begin
            for (GRF_i = 0; GRF_i < 32; GRF_i = GRF_i + 1) begin
                register_32[GRF_i] = 32'H0000_0000;
            end        
        end 
        else begin
            if (RegWrite) begin
                register_32[WriteRegAddr] <= WriteData;
            end
        end
    end
endmodule
```
==> run notes <==
flow finished, numbers: status=finished clean, area delta synth->final=11.36%, initial antenna violation count=4, largest net degree at the start of global routing=75, critical path type=in2out, Top cell by count, worst path=buf_4, Worst EP arrival=7.25 ns, relative slew slack=20.39%, post-synth top area share=56.48%, fin crit share=67.37%, yosys cell count=3555, area of the multi-input gates=22080 um^2, DR pass1 iterations=6, WL/cell=35.86 um, Final setup viols=0, Post-Syn Area=54440 um^2, core area=107500 um^2, LEAKAGE=20.80 nW, setup TNS=0 ns, post-DP HPWL=107400 um, fmax=97.01 MHz, Routed WL=181700 um, hold path cells=3, CP Data Required Time=12.24 ns, hold_ws=3.304 ns, global placer's final weighted congestion=0.9385, Die Span X=332.0 um, most instantiated cells after synthesis=and2_1, edfxtp_1, mux4_2, Post-Route Utilization=56.39%, Inserted Clock Buffers=112, worst-path maximum fanout=54, IO buf count=113, final worst setup slack=4.992 ns, largest registers=register_32: 1024 flops, min-delay src=WriteData[18], Ports=114, max-slew violations=0, asr flop ratio synth=0%, worst slew pin tran=1.164 ns, vias=33417, Global Route Usage Sum=37.32%, initial DRC count=2063, WHS Endpoint=register_32[25][18]$_SDFFCE_PN0P_, Min-Delay Path Class=in2reg, row count=120, EDFF count, synth=1024, clk sinks=1024, RSZ-0062 raised after global routing=no, maximum VDD drop=84.68 uV, post-CTS setup buffer count=0, CP Capture Type=output pin, Die Size=110200 um^2, FILL cells=8007, share of layout cells above drive strength 1=24.85%, Yosys top cell by area=edfxtp_1, Reg area=30750 um^2, count leader, synth=and2_1, CTS tree=yes, ANT nets after route=0, tool warning count=26, slowest library cell on the worst path=a2111oi_0, Pwr Density=111.7 nW/um^2, yosys warns=1, mean number of vias per cell=6.595, Post-synth area hogs=edfxtp_1, mux4_2, and2_1, Dominant flop cell=edfxtp_1, H-tree levels=3, cts repair resizes=0, first-pass GRT wire length=260100 um, CTS Buffer Depth=3, DRC=0, max-cap check violation count=0, Largest Register=register_32, Cells after Synth=3555, fp_density=50.64%, Worst setup SP type=input pin, Final Hold Vio Count=0, yosys stat area=54440 um^2, vias in the first global route=36845, number of flip-flops in the largest register=1024, Final Critical Period=10.31 ns, post-cts hold-fix buffer tally=0, crit path cell chain=buf_8 > buf_4 > buf_4 > mux4_2 > a22o_1 > a2111oi_0 > nor3_1 > clkdlybuf4s50_1, Cell Type Count=44, Mean Syn Cell Area=15.31 um^2, clock transition at the registers of the reported paths=0.06 ns, GR Overflow Total=0, sequential share of the synthesized area=56.48%, pre-CTS setup slack=5.086 ns, CP peak stage delay=0.73 ns, flops & latches, synth=1024, chip height=332.0 um, CTS Root Cell=clkbuf_16
## through the flow
| stage | cells | power (mW) | instance area, um^2 |
|---|---|---|---|
| 6_report | 5067 | 6.775 | 60620 |
| 5_1_grt | 5065 | 6.958 | 60620 |
| 4_1_cts | 5065 | 6.796 | 60620 |
| 3_5_place_dp | 4862 | 4.190 | 57110 |
| 3_3_place_gp | 4862 | 4.175 | 57110 |
| 2_1_floorplan | 3555 | 3.820 | 54440 |
## worst max-delay path, delay by kind of cell
kind	cells	cell delay (ns)
AND-OR/OR-AND	2	1.02
AND/OR/NAND/NOR	1	0.36
multiplexers	1	0.59
buffers and inverters	4	2.06
## cells by family (layout without fill, tap and decap cells)
kind of cell	count (synthesis)	in the layout	share of synthesized area, %
compound gates	266	266	3.687
buf+inv	393	500	3.319
flops	1024	1024	56.48
mux	659	659	22.86
other cells	0	2	0
simple gates	1213	1213	13.65
## layout by cell type, fill, tap and decap left out, types with 51 or more instances in the layout
cell type / count
and2_1: 1026
edfxtp_1: 1024
mux4_2: 464
buf_4: 181
mux2i_1: 161
clkbuf_16: 116
clkdlybuf4s50_1: 105
o22ai_1: 103
a2111oi_0: 54
nor3_1: 54
a22o_1: 51
## power by group
| part | switching [mW] | total [mW] | internal, mW |
|---|---|---|---|
| Sequential | 0.0781 | 3.32 | 3.24 |
| Clock | 1.11 | 2.63 | 1.52 |
| Combinational | 0.464 | 0.831 | 0.367 |
## how the worst max path moves through the flow
| stage | slack (ns) | endpoint | startpoint |
|---|---|---|---|
| after CTS | 5.11 | ReadData2[9] | RegAddr2[0] |
| after global routing | 4.84 | ReadData2[4] | RegAddr2[0] |
| final | 4.99 | ReadData2[11] | RegAddr2[0] |
## layout make-up
class | count | area share (%)
flip-flops and latches | 1024 | 50.72
multi-input cells | 2138 | 36.43
clock buffers | 138 | 4.924
repair buffers | 294 | 4.136
well taps | 1403 | 2.896
clock inverters | 65 | 0.8668
inverters | 3 | 0.01857
diodes | 2 | 0.008255
## per-layer routing
layer	vias up	part of all wire, %	GRT usage [%]
met5	-	0.18	3.647
met4	12	4.6	12.63
met3	434	19	30.50
met2	2882	46	52.50
met1	16296	30	43.48
li1	13793	-	-
No activity file was given, so power comes from the tool's default toggle rates.
